$ cat design/flow/run.sh
#!/bin/bash
# OpenROAD 26Q1-2900-gdf79404cd8, Yosys 0.63+post, stock flow scripts
make -C /OpenROAD-flow-scripts/flow DESIGN_CONFIG=/design/flow/config.mk WORK_HOME=/design/flow/orfs finish
$ cat design/flow/config.mk
export PLATFORM = sky130hd
export DESIGN_NAME = alu_task_func
export DESIGN_NICKNAME = alu_task_func
export VERILOG_FILES = /design/flow/design.v
export SDC_FILE = /design/flow/constraint.sdc
export NUM_CORES = 4
export LEC_CHECK = 1
export CORE_AREA = 10 10 70 70
export DIE_AREA = 0 0 80 80
$ cat design/flow/constraint.sdc
current_design alu_task_func

set clk_period 6.1
set clk_io_pct 0.2

create_clock -name clk0 -period $clk_period

set non_clock_inputs [all_inputs -no_clocks]
set_input_delay [expr $clk_period * $clk_io_pct] -clock clk0 $non_clock_inputs
set_output_delay [expr $clk_period * $clk_io_pct] -clock clk0 [all_outputs]
$ cat design/flow/design.v
module alu_task_func(
	input [7:0] a, b,
	input [1:0] sel,
	output reg [7:0] result
);
	function [7:0] add_func;
	input [7:0] x, y;
	begin
		add_func = x + y;
	end
	endfunction
	task alu_task;
		input [7:0] x, y;
		input [1:0] op;
		output [7:0] r;
		begin
			case(op)
				2'b01:r = x - y;
				2'b10:r = x & y;
				2'b11:r = x | y;
				default:r = 8'h00;
			endcase
		end
	endtask
	always@(*)begin 
		case(sel)
			2'b00: result = add_func(a, b);
			default: alu_task(a, b, sel, result);
		endcase
	end
endmodule
==> run summary <==
The full implementation flow was run.

The die width stands at 80 µm. The adder and majority gate portion of the synthesized area stands at about 33%. Per the timing report, the achievable frequency comes out to 201.1 MHz. OpenSTA lists the critical path startpoint as a[1].

The count of flip-flops and latches stands at 0. The instance count after placement with tap cells included stands at 208. Entering global routing, the biggest net connects 28 pins. The sequential cell area stands at 0 µm². The signal on the critical path passes through clkdlybuf4s50_1, inv_1, ha_1, or2_1, a2111oi_2, o311a_2, nand2_1, a31oi_1, clkdlybuf4s50_1.

Counting stages on the worst path, the most repeated cell is sky130_fd_sc_hd__clkdlybuf4s50_1. Summed over all instances, the cell type with the most area after synthesis is sky130_fd_sc_hd__ha_1. The warning tally printed by Yosys for this design is 1. In this run, post-CTS hold repair placed 0 buffers.

The final number of max-transition violations stands at 0. The largest incremental delay on the critical path stands at roughly 0.5 ns. The run finished with clean final reports. The final layout report lists a clock buffer count of 0. The netlist area before placement stands at about 1000 µm².

The area recorded from the Yosys report for this design is 998.5 µm². STA classifies the critical path endpoint as an output pin. The maximum fanout encountered on the critical timing path stands at 4. In this run, distinct cell masters in the synthesized netlist total 41. The critical path is of the in2out type. The routed design could run at a clock period as short as between 4 and 5 ns. The post-route netlist has 5.556% of its cells at a drive strength greater than 1. The type recorded for the worst min-delay path is in2out. For this sky-water flow run, the detailed-routed wirelength per cell is reported as 11.68 µm. Hold timing on the final database bottoms out at a slack of 3.634 ns. The first-pass GRT wire length stands at 4188 µm. The data required time of the worst path stands at slightly below 5 ns. The floorplan step records an initial core utilization of 29.23%. Looking at the critical path, the single cell with the biggest stage delay is sky130_fd_sc_hd__clkdlybuf4s50_1. The synthesized design devotes to its leading area cell type 28.82% of total area. The total of buffers placed on input and output ports stands at 26. The number of violations reported at the end of detailed-routing iteration 0 stands at 45. The mux share of post-synthesis cell area stands at 3.258%. The number of global-route vias before repair was between 900 and 1,000. The number of top-level pins stands at 26. Setup total negative slack on the finished layout was measured at 0 ns.

Per the detail_route report, inserted antenna diodes total 0. TritonRoute reported its final design rule violation total as 0. The detailed-route wire length stands at 2430 µm.

The final timing report counts setup violations totalling 0. The period utilization stands at 81.50%. After Yosys synthesis, XOR and XNOR cells account for 1.754% of the synthesized area.

After the flow finishes, the layout carries non-filler instances totaling 208. The average cell area after synthesis stands at ~7.1 µm². The number of placement rows stands at 21. The total number of vias stands at 1,013. Dividing the detail-routed via count by the number of cells gives 4.870.

The data arrival time of the worst path stands at 3.75 ns. The worst-case IR drop observed on VDD is 0.00002298 V. The die boundary height stands at 80 µm. Grouping stages by cell kind, the critical path spends the most delay in buffers and inverters. In this run the most critical hold path is launched from sel[0].

The number of antenna violations at the first check in global routing is 0. The sequential area share after synthesis stands at 0%. The areal power density over the cells stands at 77.85 mW/mm².

Looking at the max-slew report, the worst-margin pin has a slew of between 0.6 and 0.7 ns. The final HPWL from detailed placement stands at 2014 µm. The logs give a warning total of approximately 47. The number of nets with antenna violations after routing stands at 0. The script extracted a total leakage power of 0.5927 nW.

The slew check shows that the tightest pin keeps a relative margin of 57.86%. The simple-gate area share of the yosys netlist stands at 16.67%. In the Yosys report the total cell count is around 140. The first-pass iteration count of the detailed router stands at 4. The overall die area stands at 0.006400 mm².

Setup repair after global routing left no endpoint under its margin. The cell count after synthesis stands at 140. The worst setup path is launched from a primary input. The total global-route track usage stands at 7.454%. The area of the core stands at between 0.003 and 0.004 mm². Gates resized during post-CTS repair numbered 0.

The global route stage reports its total congestion overflow as 0. At the end of routability-driven placement, the weighted congestion stood at 0.9090. In the final report, the number of hold violations comes to 0. The run reported a max-capacitance violation count of 0.

Between the synthesized netlist and the finished layout, the area growth was recorded as 30.45%. The cell-mix breakdown from Yosys lists the compound-gate area share as 33.96%. Per the post-run analysis, buffers plus inverters along the critical path come to 3.

The number of setup buffers added after CTS stands at 0. For reference, the top logic cell family by area is AND-OR/OR-AND gates. The main area contributors are sky130_fd_sc_hd__ha_1 29%, sky130_fd_sc_hd__inv_1 9.0%, sky130_fd_sc_hd__o21ai_0 4.5%.
final cells by class:
class / count / area [µm²]
fillers: 359 / 2113
multi-input cells: 110 / 883.3
repair buffers: 27 / 267.8
inverters: 25 / 93.84
well taps: 46 / 57.56
final timing paths:
| kind | end | slack [ns] | depth (start not counted) |
|---|---|---|---|
| max | result[7] | 1.13 | 9 |
| min | result[5] | 3.63 | 5 |
Yosys cell counts (all sizes together) (3+ instances only):
library cell / number
a211oi: 4
a21oi: 8
buf: 3
ha: 23
inv: 25
nand2: 9
nand2b: 4
nor2: 9
nor3: 3
o211ai: 5
o21ai: 10
o21bai: 3
layout by cell type, fill, tap and decap left out, drive strengths merged, types with 4 or more instances in the layout:
master and instances:
nand2 9, nand2b 4, clkdlybuf4s50 26, o21ai 10
nor2 9, a21oi 8, a211oi 4, ha 23
inv 25, o211ai 5
routing by layer:
layer  GRT usage (%)  up-vias  wire (µm)  share of wire [%]
met5               0        -          0                  0
met1           10.16      449       1154                 47
met2           12.28       27       1089                 45
met4          0.5282        0         17               0.70
met3           1.477        2        169                7.0
li1                -      535          -                  -
power breakdown:
group	total, mW	switching [mW]	leakage [nW]	internal [mW]
sequential	0	0	0	0
clock	0	0	0	0
combinational	0.101	0.0469	0.593	0.0545
total	0.101	0.0469	0.593	0.0545
metrics by stage:
stage          worst slack (ns)  util (%)  instance area, µm²  power, mW
5_1_grt                  0.9142     38.13                1303     0.1156
2_1_floorplan             2.267         -               998.5    0.06046
3_5_place_dp              1.097     38.13                1303     0.1023
4_1_cts                   1.086     38.13                1303     0.1031
6_report                  1.128     38.13                1303     0.1014
3_3_place_gp              1.078     38.13                1303     0.1011
cell families after synthesis:
| logic type | count (synthesis) |
|---|---|
| compound gates | 46 |
| simple gates | 34 |
| buf+inv | 30 |
| fa+ha+maj | 25 |
| mux | 3 |
| xor+xnor | 2 |
worst min-delay path: cells and delay by family:
kind / cells / cell delay (ns)
and+or+nand+nor: 2 / 0.17
buffers and inverters: 3 / 1.02
Power is estimated from default activity; no workload was simulated.
