## design/flow/config.mk

```make
export PLATFORM = sky130hd
export DESIGN_NAME = encoder_func
export DESIGN_NICKNAME = encoder_func
export VERILOG_FILES = /design/flow/design.v
export SDC_FILE = /design/flow/constraint.sdc
export NUM_CORES = 4
export LEC_CHECK = 1
export CORE_AREA = 10 10 70 70
export DIE_AREA = 0 0 80 80
```

## design/flow/constraint.sdc

```tcl
current_design encoder_func

set clk_period 1.0
set clk_io_pct 0.2

create_clock -name clk0 -period $clk_period

set non_clock_inputs [all_inputs -no_clocks]
set_input_delay [expr $clk_period * $clk_io_pct] -clock clk0 $non_clock_inputs
set_output_delay [expr $clk_period * $clk_io_pct] -clock clk0 [all_outputs]
```

## design/flow/design.v

```verilog
module encoder_func(
	input  [7:0] y,    
	output [2:0] a     
);
	function [2:0] encode;
		input [7:0] in;
		integer i;
		begin
        		encode = 3'b000;
         		for (i = 0; i < 8; i = i + 1) begin
            			if (in[i])
                  		encode = i[2:0];   
          		end
		end
	endfunction
	assign a = encode(y);
endmodule
```

## design/flow/run.sh

```bash
#!/bin/bash
# OpenROAD 26Q1-2900-gdf79404cd8, Yosys 0.63+post, stock flow scripts
make -C /OpenROAD-flow-scripts/flow DESIGN_CONFIG=/design/flow/config.mk WORK_HOME=/design/flow/orfs finish
```

==> report_table.html <==
<h3>Flow metrics</h3>
<table>
<tr><th>Metric</th><th>Value</th></tr>
<tr><th colspan="2">Final timing</th></tr>
<tr><td>Max transition margin</td><td>0.8816</td></tr>
<tr><td>Setup repair after global routing missed its margin</td><td>false</td></tr>
<tr><td>Tightest Pin Transition</td><td>about 180 ps</td></tr>
<tr><td>Max Clk Rate</td><td>1.067 GHz</td></tr>
<tr><td>Time the worst path needs with I/O delays and setup</td><td>936.9 ps</td></tr>
<tr><td>Pins over their slew limit</td><td>0</td></tr>
<tr><td>Total count of hold-check failures in the final report</td><td>0</td></tr>
<tr><td>Fraction of the cycle the final worst path needs</td><td>0.9369</td></tr>
<tr><td>Final setup violating endpoints</td><td>0</td></tr>
<tr><td>Tightest hold margin</td><td>about 670 ps</td></tr>
<tr><th colspan="2">Route</th></tr>
<tr><td>Count of vias placed by the detailed router</td><td>114</td></tr>
<tr><td>Diodes inserted</td><td>0</td></tr>
<tr><td>Detailed router's first-iteration violation count</td><td>0</td></tr>
<tr><td>DRC viols</td><td>0</td></tr>
<tr><td>Final wirelength</td><td>388 um</td></tr>
<tr><td>Number of vias per cell after detailed routing</td><td>1.676</td></tr>
<tr><td>Number of detailed-route iterations in the first pass</td><td>1</td></tr>
<tr><td>Number of nets with antenna violations after routing</td><td>0</td></tr>
<tr><td>Average routed wire per standard cell</td><td>5.706 um</td></tr>
<tr><th colspan="2">Floorplan</th></tr>
<tr><td>Boundary Pins</td><td>11</td></tr>
<tr><td>Number of core rows</td><td>21</td></tr>
<tr><td>Chip height</td><td>~80 um</td></tr>
<tr><td>Die width</td><td>80 um</td></tr>
<tr><td>Area of the die</td><td>6400 um2</td></tr>
<tr><td>Floorplan core area</td><td>~3400 um2</td></tr>
<tr><td>Pre-Place Util</td><td>0.01319</td></tr>
<tr><th colspan="2">Critical path</th></tr>
<tr><td>Most Frequent Cell on Critical Path</td><td>buf_2</td></tr>
<tr><td>Data required time at the worst endpoint</td><td>800 ps</td></tr>
<tr><td>Ordered list of cells on the worst path</td><td>buf_2 &gt; nor2_2 &gt; buf_4 &gt; o21ai_2 &gt; nand2_1 &gt; buf_2</td></tr>
<tr><td>CP Data Arrival Time</td><td>740 ps</td></tr>
<tr><td>Largest fanout of any net on the critical path</td><td>2</td></tr>
<tr><td>Critical Path Slowest Stage Cell</td><td>nor2_2</td></tr>
<tr><td>Type of the worst setup path</td><td>input port to primary output</td></tr>
<tr><td>Crit path buf inv count</td><td>3</td></tr>
<tr><td>Crit path max-delay family</td><td>buffers and inverters</td></tr>
<tr><td>Kind of end point of the critical path</td><td>primary output</td></tr>
<tr><td>Largest incremental delay on the critical path</td><td>about 120 ps</td></tr>
<tr><td>Nature of the critical path startpoint</td><td>input port</td></tr>
<tr><th colspan="2">Place</th></tr>
<tr><td>PortBufs</td><td>10</td></tr>
<tr><td>Global placer's final weighted congestion</td><td>0.7867</td></tr>
<tr><td>DP HPWL</td><td>332.9 um</td></tr>
<tr><th colspan="2">Logic synthesis</th></tr>
<tr><td>Area of the mapped netlist</td><td>45.04 um2</td></tr>
<tr><td>Cell count after synthesis</td><td>10</td></tr>
<tr><td>Sequential-to-total area share from yosys stat</td><td>0</td></tr>
<tr><td>Number of warnings issued by yosys</td><td>1</td></tr>
<tr><td>Library cells used by synthesis</td><td>7</td></tr>
<tr><td>Cell count listed in synth_stat.txt</td><td>10</td></tr>
<tr><td>Avg Inst Size Synth</td><td>about 4.5 um2</td></tr>
<tr><td>YS chip area</td><td>45.04 um2</td></tr>
<tr><th colspan="2">Min path</th></tr>
<tr><td>Hold crit path type</td><td>input port to primary output</td></tr>
<tr><th colspan="2">Flow run</th></tr>
<tr><td>Count of tool warnings</td><td>33</td></tr>
<tr><td>Max Cap Viol</td><td>0</td></tr>
<tr><th colspan="2">Cells and area</th></tr>
<tr><td>Share of final-layout standard cells stronger than drive strength 1</td><td>0.7727</td></tr>
<tr><td>Count of flip-flops and latches</td><td>0</td></tr>
<tr><td>Flop area</td><td>0 um2</td></tr>
<tr><td>Clock buffer count in the final layout</td><td>0</td></tr>
<tr><td>Fillcell total</td><td>between 400 and 500</td></tr>
<tr><td>Layout-stage area growth over the synthesis result</td><td>330.6%</td></tr>
<tr><td>Combined area of the multi-input logic cells</td><td>58.81 um2</td></tr>
<tr><td>Share of the core filled with cells in the final layout</td><td>0.05678</td></tr>
<tr><th colspan="2">Pwr</th></tr>
<tr><td>Final Power</td><td>0.05097 mW</td></tr>
<tr><td>Power dissipated by switching net loads</td><td>~0.023 mW</td></tr>
<tr><td>Leakage</td><td>between 0.06 and 0.07 nW</td></tr>
<tr><td>Share of total power in the clock network</td><td>0</td></tr>
<tr><td>Power share of the sequential group</td><td>0</td></tr>
<tr><td>Worst-case vdd ir drop</td><td>0.02110 mV</td></tr>
<tr><td>Fraction of power spent switching nets</td><td>0.4606</td></tr>
<tr><td>PD cells</td><td>262.8 nW/um2</td></tr>
<tr><td>Cell internal pwr</td><td>0.02749 mW</td></tr>
<tr><td>Part of the power in combinational logic</td><td>1.000</td></tr>
<tr><th colspan="2">Global route</th></tr>
<tr><td>Vias in the first global route</td><td>between 100 and 150</td></tr>
<tr><td>Largest net degree at the start of global routing</td><td>4</td></tr>
<tr><td>Antenna violations before repair</td><td>0</td></tr>
<tr><td>Total global-route track usage</td><td>0.01085</td></tr>
<tr><td>Global-route wire length before repair</td><td>586 um</td></tr>
<tr><td>Overall overflow remaining after global route</td><td>0</td></tr>
<tr><th colspan="2">Status</th></tr>
<tr><td>Run status</td><td>finished clean</td></tr>
</table>
stage by stage:
step	instances	TNS [ps]	setup WS [ps]	instance area [um2]
after global placement	66	-1689	-616.9	202.7
after global routing	68	0	1.813	193.9
final	68	0	63.06	193.9
after detailed placement	66	-1752	-643.2	202.7
after floorplan	10	0	371.9	45.04
after CTS	68	0	6.046	209.0
logic make-up after synthesis:
logic type	after synthesis	share of synthesized area
AOI/OAI and AO/OA	4	0.5000
buffers and inverters	2	0.1665
and+or+nand+nor	4	0.3335
cell usage after synthesis, drive strengths merged:
master  count  area share
clkinv      1       0.083
nor2        2        0.17
nand2       2        0.17
inv         1       0.083
o31ai       1        0.17
a21oi       2        0.22
o21ai       1        0.11
power by group through the flow:
| stage | clock, mW | sequential [mW] | combinational, mW |
|---|---|---|---|
| 6_report | 0 | 0 | 0.0510 |
| 5_1_grt | 0 | 0 | 0.0574 |
| 4_1_cts | 0 | 0 | 0.0525 |
area by class of cell:
cell class                      instances  share of cell area
Multi-Input combinational cell          8              0.3032
Inverter                                2             0.04516
Tap cell                               46              0.2968
Timing Repair Buffer                   12              0.3548
layout by cell type, fill, tap and decap left out:
cell and n:
buf_2 8, nand2_1 2, a21oi_2 2, buf_4 2, nor2_4 1, nor2_2 1, o21ai_2 1, clkinv_2 1
inv_1 1, o31ai_1 1, clkbuf_2 1, dlygate4sd2_1 1
path summary, 6_finish.rpt:
kind | startpoint | endpoint | slack (ps) | depth (start not counted)
worst max-delay path | y[5] | a[1] | 60 | 6
worst min-delay path | y[4] | a[0] | 670 | 3
per-layer routing:
metal | routed length, um | global-route usage | vias to the layer above
met3 | 58 | 0.004545 | 0
met4 | 0 | 0 | 0
met5 | 0 | 0 | -
li1 | - | - | 57
met1 | 194 | 0.01450 | 49
met2 | 135 | 0.01685 | 8
repair_timing:
item / 4_1_cts / 5_1_grt
pin swaps: 5 / 3
setup endpoints to repair: 3 / 3
hold buffers: 0 / 0
buffers inserted: 2 / 0
resized: 36 / 6
cloned: 0 / 0
Power and IR drop assume default switching activity.
