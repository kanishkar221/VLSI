==> design.v <==
module counter_func(
	input  wire clk,
	input  wire rst_n,  
	input  wire en,     
	input  wire dir,    
	output reg [3:0] q  
);
	function [3:0] next_count;
		input [3:0] curr;
		input dir_in, en_in;
		begin
			if (!en_in)
				next_count = curr;
			else if (dir_in)
				next_count = curr + 1;
			else
				next_count = curr - 1;
		end
	endfunction
	always @(posedge clk or negedge rst_n) begin
		if (!rst_n)
			q <= 4'b0000;
		else
			q <= next_count(q, dir, en);
	end
endmodule
==> run.sh <==
#!/bin/bash
# OpenROAD 26Q1-2900-gdf79404cd8, Yosys 0.63+post, stock flow scripts
make -C /OpenROAD-flow-scripts/flow DESIGN_CONFIG=/design/flow/config.mk WORK_HOME=/design/flow/orfs finish
==> config.mk <==
export PLATFORM = sky130hd
export DESIGN_NAME = counter_func
export DESIGN_NICKNAME = counter_func
export VERILOG_FILES = /design/flow/design.v
export SDC_FILE = /design/flow/constraint.sdc
export NUM_CORES = 4
export LEC_CHECK = 1
export CORE_AREA = 10 10 70 70
export DIE_AREA = 0 0 80 80
==> constraint.sdc <==
current_design counter_func

set clk_period 1.7
set clk_io_pct 0.2

create_clock -name clk0 -period $clk_period [get_ports {clk}]

set non_clock_inputs [all_inputs -no_clocks]
set_input_delay [expr $clk_period * $clk_io_pct] -clock clk0 $non_clock_inputs
set_output_delay [expr $clk_period * $clk_io_pct] -clock clk0 [all_outputs]
==> flow_metrics.env <==
# source this file to load flow results
export IMPL_wirelength_um=666
export IMPL_max_cap_viol_count=0
export IMPL_worst_slew_pin_slew_ps=203
export IMPL_cp_slowest_cell="clkdlybuf4s50_1"
export IMPL_dr_total_vias=264
export IMPL_rsz0062_at_grt="no"
export IMPL_cts_max_level=1
export IMPL_grtUsageTotal_pct=2.27
export IMPL_placed_area_um2=450
export IMPL_cellLeakagePower_nw=0.187
export IMPL_cp_depth=1
export IMPL_num_rows=21
export IMPL_finalSetupViolCount=0
export IMPL_wl_per_cell_um=7.48
export IMPL_grt_overflow_total=0
export IMPL_drt_pre_antenna_iters=3
export IMPL_holdCritPathClass="input port to asynchronous set/reset pin"
export IMPL_stdcell_area_um2=472
export IMPL_relSlewSlack_pct=86.5
export IMPL_dieArea_um2=6400
export IMPL_fin_util_pct=13.8
export IMPL_die_width_um=80
export IMPL_place_detailed_hpwl_um=559
export IMPL_initial_core_util_pct=8.46
export IMPL_fin_crit_ps=1520
export IMPL_crit_buf_inv=1
export IMPL_cts_sinks=4
export IMPL_numCtsBuffers=3
export IMPL_crit_path_end_kind="output port"
export IMPL_synth_main_ff_cell="dfrtp_1"
export IMPL_fmax_mhz=659
export IMPL_grt_pass1_vias=274
export IMPL_finalCritPeriodShare_pct=89.2
export IMPL_yosys_area_top_type_share_pct=34.6
export IMPL_die_y_um=80
export IMPL_hold_viol=0
export IMPL_arrival_ps=1180
export IMPL_cp_data_required_time_ps=1360
export IMPL_reg2reg_depth=4
export IMPL_warnings=25
export IMPL_setup_tns_final_ps=0
export IMPL_top_register="q"
export IMPL_whs_ps=305
export IMPL_p_per_area_nw_per_um2=1400
export IMPL_final_layout_size_suffix_gt1_share_pct=25.6
export IMPL_synth_cell_types=18
export IMPL_grt_antenna_before_repair=0
export IMPL_yosys_register_bits=4
export IMPL_total_power_mw=0.660
export IMPL_outcome="finished, final reports clean"
export IMPL_portBuffers=7
export IMPL_peakVddDrop_mv=0.587
export IMPL_syn2layout_area_growth_pct=63.2
export IMPL_syn_area_um2=289
export IMPL_top_cell="nand3_1"
export IMPL_cts_root_buf="clkbuf_4"
export IMPL_netlist_instances=28
export IMPL_post_cts_buffers=0
export IMPL_synth_edff_count=0
export IMPL_clock_path_buffers=2
export IMPL_crit_chain="clkdlybuf4s50_1"
export IMPL_drc=0
export IMPL_route_antenna_remaining_nets=0
export IMPL_clkSlewWorstSetupHoldPaths_ps=40
export IMPL_design_core_area_um2=3420
export IMPL_grt_max_degree=7
export IMPL_final_setup_skew_ps=0.298
export IMPL_cp_top_family="buffers and inverters"
export IMPL_async_flop_share_pct=100
export IMPL_largest_register_ffs=4
export IMPL_top_cells_by_area="dfrtp_1, ha_1, nand3_1"
export IMPL_syn_area_per_cell_um2=10.3
export IMPL_start_kind="flop"
export IMPL_clock_latency_ps=230
export IMPL_grt_pass1_wl_um=1170
export IMPL_slew_violations=0
export IMPL_cts_tree="built"
export IMPL_top_cells_by_count="nand3_1, dfrtp_1, a21oi_1"
export IMPL_routed_via_density=2.97
export IMPL_yosysWarningCount=1
export IMPL_place_gp_congestion=0.660
export IMPL_ioPinCount=8
export IMPL_path_class="flop to output port"
export IMPL_synth_top_cell_by_area="dfrtp_1"
export IMPL_critPathMaxStageDelay_ps=510
export IMPL_largestRegisters="q x4"
export IMPL_drtIter0Drc=9
export IMPL_ys_seq_share_pct=34.6
export IMPL_insertedDiodeCount=0
export IMPL_yosys_cells=28
export IMPL_path_max_fanout=5
export IMPL_ys_area_um2=289
## worst reg2reg max path, delay by kind of cell, from the launching register on
family | cells | cell delay, ps
flops | 1 | 390
fa+ha+maj | 1 | 290
compound gates | 1 | 80
simple gates | 2 | 570
## cell type report
class | count | area (um2)
clock buffer | 3 | 22.5
fill | 398 | 2940
inverter | 1 | 3.75
multi-input combinational | 22 | 174
sequential | 4 | 100
tap | 46 | 57.6
timing repair buffer | 13 | 114
## layer usage
| metal | share of wire, % | track usage, % |
|---|---|---|
| met5 | 0 | 0 |
| met4 | 0.60 | 0.528 |
| met3 | 14 | 1.93 |
| met2 | 30 | 2.41 |
| met1 | 56 | 3.21 |
## timing repair
action                                  CTS  global route
hold buffers                              0             0
endpoints found under the setup margin    1             0
gates resized                             2             0
## path summary, 6_finish.rpt
path,startpoint,end,slack [ps]
setup / recovery,q[0]$_DFFE_PN0P_,q[0],180
max in group asynchronous,rst_n,q[1]$_DFFE_PN0P_,1240
setup reg to reg,q[2]$_DFFE_PN0P_,q[3]$_DFFE_PN0P_,250
min in group clk0,q[2]$_DFFE_PN0P_,q[2]$_DFFE_PN0P_,560
hold reg to reg,q[2]$_DFFE_PN0P_,q[2]$_DFFE_PN0P_,560
hold / removal,rst_n,q[0]$_DFFE_PN0P_,300
## metrics by stage
step	std cells	setup WS [ps]
final	89	183
after detailed placement	86	-295
after CTS	89	155
after global routing	89	92.1
after global placement	86	-308
after floorplan	28	202
## placed cells by master, fill, tap and decap left out
cell type | synthesis | layout
a211o_1 | 1 | 1
a21oi_1 | 3 | 3
buf_4 | 0 | 6
clkbuf_4 | 0 | 3
clkdlybuf4s50_1 | 0 | 6
dfrtp_1 | 4 | 4
dlygate4sd2_1 | 0 | 1
fa_1 | 1 | 1
ha_1 | 2 | 2
inv_2 | 0 | 1
mux2_2 | 1 | 1
mux2i_1 | 1 | 1
nand2_1 | 1 | 1
nand3_1 | 5 | 5
nor2_1 | 1 | 1
nor3b_1 | 1 | 1
o211ai_1 | 1 | 1
or3b_1 | 1 | 1
or4b_1 | 1 | 1
xnor2_1 | 1 | 1
xor2_1 | 1 | 1
## logic make-up (layout without fill, tap and decap cells)
family	count (synthesis)	in the layout	share of synthesized area (%)
compound gates	5	5	10.8
buf+inv	2	17	5.19
simple gates	10	10	20.3
fa+ha+maj	3	3	15.6
mux	2	2	7.36
flops	4	4	34.6
xor+xnor	2	2	6.06
## power breakdown
group / switching [mW] / total (mW) / internal [mW]
registers: 0.0584 / 0.204 / 0.145
logic: 0.120 / 0.339 / 0.218
clock network: 0.0383 / 0.117 / 0.0789
total: 0.217 / 0.660 / 0.443
Power and IR drop assume default switching activity.
